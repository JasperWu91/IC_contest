<file path="./design.v">
module HF(
    input [24:0] symbol_freq,
    output reg [19:0] out_encoded
);
reg [4:0] freq [0:4];
wire [24:0] in_freq;
wire [4:0] sorted_out[0:4];
wire [2:0] idx[0:4];
wire [2:0] idx0, idx1, idx2, idx3, idx4;
assign in_freq = symbol_freq;
always @(*) begin
    freq[0] = in_freq[24:20];
    freq[1] = in_freq[19:15];
    freq[2] = in_freq[14:10];
    freq[3] = in_freq[9:5  ];
    freq[4] = in_freq[4:0  ];    
end
SN_5 sorting_network (
    .in0(freq[0]), .in1(freq[1]), .in2(freq[2]), .in3(freq[3]), .in4(freq[4]),
    .out0(sorted_out[0]), .out1(sorted_out[1]), .out2(sorted_out[2]), .out3(sorted_out[3]), .out4(sorted_out[4]),
    .idx0(idx[0]), .idx1(idx[1]), .idx2(idx[2]), .idx3(idx[3]), .idx4(idx[4])
);
reg [3:0] encoded_node [0:4];
reg [4:0] node [0:3];
reg [6:0] merge_node [0:3];
reg [6:0] node_1 [0:3];
reg [6:0] node_2 [0:3];
reg [6:0] node_3 [0:3];
reg left_or_right [0:2];
reg sw_0,sw_1;
reg state_0,state_1,state_2;
always @(*) begin
    merge_node [0] = sorted_out[1] + sorted_out[0];
    merge_node [1] = node_1[0] + node_1[1];
    merge_node [2] = node_2[0] + node_2[1];
end
always @(*) begin
    if ((merge_node [0] > sorted_out[2]) && (merge_node [0] > sorted_out[3]) && (merge_node [0] > sorted_out[4])) begin
        node_1[0] = sorted_out[2];
        node_1[1] = sorted_out[3];
        node_1[2] = sorted_out[4];
        node_1[3] = merge_node [0];
        sw_0      = 1;
    end
    else if ((merge_node [0] > sorted_out[2]) && (merge_node [0] > sorted_out[3])) begin
        node_1[0] = sorted_out[2];
        node_1[1] = sorted_out[3];
        node_1[2] = merge_node [0];
        node_1[3] = sorted_out [4];
        sw_0      = 1;
    end
    else begin
        node_1[0] = merge_node [0];   
        node_1[1] = sorted_out[2];
        node_1[2] = sorted_out[3];
        node_1[3] = sorted_out[4];     
        sw_0      = 0;
    end
end
reg sw_00;
always @(*) begin
    if (merge_node[1] > merge_node[0] && (merge_node[1] >  sorted_out [4])) begin
        sw_00 = 1;
    end else sw_00 = 0;
end
always @(*) begin
    if (sw_0 && sw_00) begin
        state_0 = (merge_node [0] >  sorted_out [4]) ;
    end
    else if (sw_0) begin
        state_0 = (merge_node [0] > merge_node[1]) ? 1'b1 : 1'b0;
    end
    else begin
        state_0 = (merge_node [0] > node_1[1]) ? 1'b1 : 1'b0;
    end
end
always @(*) begin
    if ((merge_node [1] > node_1[2]) && (merge_node [1] > node_1[3])) begin
        node_2[0] = node_1[2];
        node_2[1] = node_1[3];
        node_2[2] = merge_node [1];
        sw_1      = 1;
    end
    else  begin
        node_2[0] = merge_node [1];
        node_2[1] = node_1[2];
        node_2[2] = node_1[3];
        sw_1      = 0;
    end
end
always @(*) begin
    if (sw_1 && sw_00 && sw_0 ) begin
        state_1 = (merge_node [1] < merge_node[2]) ? 1'b1 : 1'b0;
    end
    else if (sw_1) begin
        state_1 = (merge_node [1] > merge_node[2]) ? 1'b1 : 1'b0;
    end
    else if (sw_0) begin
        state_1 = (merge_node [2] >node_2[2]) ? 1'b1 : 1'b0;
    end
    else begin
        state_1 = (merge_node [1] > node_2[1]) ? 1'b1 : 1'b0;
    end
end
always @(*) begin
    if ((merge_node [2] > node_2[2]) ) begin
        node_3[0] = node_2[2];
        node_3[1] = merge_node [2];
    end
    else  begin
        node_3[0] = merge_node [2];
        node_3[1] = node_2[2];
    end
end
always @(*) begin
    state_2 = (merge_node [2] >node_2[2] )? 1'b1 : 1'b0;
end
always @(*) begin
    encoded_node[0] = 0;  
    encoded_node[1] = 0; 
    encoded_node[2] = 0; 
    encoded_node[3] = 0; 
    encoded_node[4] = 0;      
    if (sw_0 && sw_1 && sw_00) begin
        encoded_node[idx[0]] = {1'b0, state_1, state_0, 1'b0};  
        encoded_node[idx[1]] = {1'b0, state_1, state_0, 1'b1};  
        encoded_node[idx[2]] = {1'b0, 1'b0, !state_1, 1'b0};  
        encoded_node[idx[3]] = {1'b0, 1'b0, !state_1, 1'b1};  
        encoded_node[idx[4]] = {1'b0, 1'b0, state_1,!state_0};  
    end   
    else if (sw_0) begin
        encoded_node[idx[0]] = {1'b0, state_1, state_0, 1'b0};  
        encoded_node[idx[1]] = {1'b0, state_1, state_0, 1'b1};  
        encoded_node[idx[2]] = {1'b0,  state_1,!state_0, 1'b0};  
        encoded_node[idx[3]] = {1'b0,  state_1, !state_0,1'b1};  
        encoded_node[idx[4]] = {1'b0, 1'b0, 1'b0, !state_1};  
    end
    else if (sw_1) begin
        encoded_node[idx[0]] = {1'b0, state_1, state_0, 1'b0};  
        encoded_node[idx[1]] = {1'b0, state_1, state_0, 1'b1};  
        encoded_node[idx[2]] = {1'b0, 1'b0, state_1, !state_0};  
        encoded_node[idx[3]] = {1'b0, 1'b0, !state_1, 1'b0};  
        encoded_node[idx[4]] = {1'b0, 1'b0, !state_1,1'b1};  
    end
    else begin
        encoded_node[idx[0]] = {state_2, state_1, state_0, 1'b0};  
        encoded_node[idx[1]] = {state_2, state_1, state_0, 1'b1};  
        encoded_node[idx[2]] = {1'b0, state_2, state_1, !state_0};  
        encoded_node[idx[3]] = {1'b0, 1'b0, state_2 , !state_1};  
        encoded_node[idx[4]] = {1'b0, 1'b0, 1'b0,  !state_2};  
    end
end
always @(*) begin
    out_encoded ={encoded_node[0] ,encoded_node[1], encoded_node[2], encoded_node[3] , encoded_node[4] };
end
endmodule
module SN_5 (
    input [4:0] in0, in1, in2, in3, in4,          
    output reg [4:0] out0, out1, out2, out3, out4, 
    output reg [2:0] idx0, idx1, idx2, idx3, idx4  
);
    wire [4:0] stage1_0, stage1_1, stage1_2, stage1_3, stage1_4;
    wire [4:0] stage2_0, stage2_1, stage2_2, stage2_3, stage2_4;
    wire [4:0] stage3_0, stage3_1, stage3_2, stage3_3, stage3_4;
    wire [4:0] stage4_0, stage4_1, stage4_2, stage4_3, stage4_4;
    wire [4:0] stage5_2, stage5_3;
    wire [2:0] idx_stage1_0, idx_stage1_1, idx_stage1_2, idx_stage1_3, idx_stage1_4;
    wire [2:0] idx_stage2_0, idx_stage2_1, idx_stage2_2, idx_stage2_3, idx_stage2_4;
    wire [2:0] idx_stage3_0, idx_stage3_1, idx_stage3_2, idx_stage3_3, idx_stage3_4;
    wire [2:0] idx_stage4_0, idx_stage4_1, idx_stage4_2, idx_stage4_3, idx_stage4_4;
    wire [2:0] idx_stage5_2, idx_stage5_3;
    wire [2:0] init_idx0 = 3'd0;
    wire [2:0] init_idx1 = 3'd1; 
    wire [2:0] init_idx2 = 3'd2; 
    wire [2:0] init_idx3 = 3'd3;
    wire [2:0] init_idx4 = 3'd4; 
    cmp cmp1_0 (.in1(in0), .in2(in1), .idx0(init_idx0), .idx1(init_idx1), 
                .out_max(stage1_1), .out_min(stage1_0), .idx_max(idx_stage1_1), .idx_min(idx_stage1_0));
    cmp cmp1_1 (.in1(in2), .in2(in3), .idx0(init_idx2), .idx1(init_idx3), 
                .out_max(stage1_3), .out_min(stage1_2), .idx_max(idx_stage1_3), .idx_min(idx_stage1_2));
    assign stage1_4 = in4;
    assign idx_stage1_4 = init_idx4;
    assign stage2_0 = stage1_0;
    assign idx_stage2_0 = idx_stage1_0;
    cmp cmp2_0 (.in1(stage1_1), .in2(stage1_3), .idx0(idx_stage1_1), .idx1(idx_stage1_3), 
                .out_max(stage2_3), .out_min(stage2_1), .idx_max(idx_stage2_3), .idx_min(idx_stage2_1));
    cmp cmp2_1 (.in1(stage1_2), .in2(stage1_4), .idx0(idx_stage1_2), .idx1(idx_stage1_4), 
                .out_max(stage2_4), .out_min(stage2_2), .idx_max(idx_stage2_4), .idx_min(idx_stage2_2));
    cmp cmp3_0 (.in1(stage2_0), .in2(stage2_2), .idx0(idx_stage2_0), .idx1(idx_stage2_2), 
                .out_max(stage3_2), .out_min(stage3_0), .idx_max(idx_stage3_2), .idx_min(idx_stage3_0));
    cmp cmp3_1 (.in1(stage2_1), .in2(stage2_4), .idx0(idx_stage2_1), .idx1(idx_stage2_4), 
                .out_max(stage3_4), .out_min(stage3_1), .idx_max(idx_stage3_4), .idx_min(idx_stage3_1));
    assign stage3_3 = stage2_3;
    assign idx_stage3_3 = idx_stage2_3;
    cmp cmp4_0 (.in1(stage3_1), .in2(stage3_2), .idx0(idx_stage3_1), .idx1(idx_stage3_2), 
                .out_max(stage4_2), .out_min(stage4_1), .idx_max(idx_stage4_2), .idx_min(idx_stage4_1));
    cmp cmp4_1 (.in1(stage3_4), .in2(stage3_3), .idx0(idx_stage3_4), .idx1(idx_stage3_3), 
                .out_max(stage4_4), .out_min(stage4_3), .idx_max(idx_stage4_4), .idx_min(idx_stage4_3));
    assign stage4_0 = stage3_0;
    assign idx_stage4_0 = idx_stage3_0;
    cmp cmp5_0 (.in1(stage4_2), .in2(stage4_3), .idx0(idx_stage4_2), .idx1(idx_stage4_3), 
                .out_max(stage5_3), .out_min(stage5_2), .idx_max(idx_stage5_3), .idx_min(idx_stage5_2));
    always @(*) begin
        out0 = stage4_0; idx0 = idx_stage4_0; 
        out1 = stage4_1; idx1 = idx_stage4_1; 
        out2 = stage5_2; idx2 = idx_stage5_2; 
        out3 = stage5_3; idx3 = idx_stage5_3; 
        out4 = stage4_4; idx4 = idx_stage4_4; 
    end
endmodule
module cmp( in1, in2, idx0, idx1, idx_max, idx_min, out_max, out_min);
input  [4:0]  in1, in2;
input  [2:0]  idx0, idx1;
output  reg [4:0] out_max, out_min;
output  reg [2:0] idx_max, idx_min;
always @(*) begin
    if (in1 != in2) begin  
        out_max = (in1 > in2) ? in1 : in2;
        out_min = (in1 > in2) ? in2 : in1;
        idx_max = (in1 > in2) ? idx0 : idx1;
        idx_min = (in1 > in2) ? idx1 : idx0;
    end else begin  
        out_max = in1;  
        out_min = in1;  
        idx_max = (idx0 > idx1) ? idx0 : idx1;  
        idx_min = (idx0 > idx1) ? idx1 : idx0;  
    end
end
endmodule
</file>
<file path="./run.sh">
#!/bin/bash
# OpenROAD 26Q1-2900-gdf79404cd8, Yosys 0.63+post, stock flow scripts
make -C /OpenROAD-flow-scripts/flow DESIGN_CONFIG=/design/flow/config.mk WORK_HOME=/design/flow/orfs finish
</file>
<file path="./config.mk">
export PLATFORM = sky130hd
export DESIGN_NAME = HF
export DESIGN_NICKNAME = HF
export VERILOG_FILES = /design/flow/design.v
export SDC_FILE = /design/flow/constraint.sdc
export NUM_CORES = 4
export LEC_CHECK = 1
export CORE_UTILIZATION = 50
</file>
<file path="./constraint.sdc">
current_design HF

set clk_period 49.5
set clk_io_pct 0.2

create_clock -name clk0 -period $clk_period

set non_clock_inputs [all_inputs -no_clocks]
set_input_delay [expr $clk_period * $clk_io_pct] -clock clk0 $non_clock_inputs
set_output_delay [expr $clk_period * $clk_io_pct] -clock clk0 [all_outputs]
</file>
==> flow_metrics.env <==
# implementation run metrics
export IMPL_arrival_ns=27.98
export IMPL_setup_viol=0
export IMPL_wl_per_cell_um=18.00
export IMPL_overflow=0
export IMPL_layout_area_overhead_vs_synth_pct=8.915
export IMPL_rsz0062_at_grt="false"
export IMPL_ys_seq_share_pct=0
export IMPL_finalMaxSlewViolations=0
export IMPL_layout_top_cell="ha_1"
export IMPL_path_max_fanout=33
export IMPL_grt_pass1_vias=6791
export IMPL_slew_headroom_pct=44.42
export IMPL_ys_cells=977
export IMPL_fp_dieW_um=119.5
export IMPL_stdcell_area_um2=7521
export IMPL_max_stage_delay_ns=0.66
export IMPL_fp_util_pct=51.73
export IMPL_hold_viol=0
export IMPL_via_per_inst=6.229
export IMPL_rows=42
export IMPL_seq_cell_count=0
export IMPL_drc=0
export IMPL_clockBufferCount=0
export IMPL_status="finished, final reports clean"
export IMPL_cpMostUsedCell="ha_1"
export IMPL_yosysWarnings=15
export IMPL_post_route_util_pct=56.35
export IMPL_drive_above_1_share_pct=7.592
export IMPL_min_period_ns=37.88
export IMPL_post_cts_resized=0
export IMPL_antenna_cells=0
export IMPL_period_used_pct=76.53
export IMPL_ys_types=90
export IMPL_totalWireLength_um=21190
export IMPL_synth_area_per_cell_um2=7.068
export IMPL_grtUsageTotal_pct=30.84
export IMPL_core_area_um2=13350
export IMPL_postSynthCellCount=977
export IMPL_io_pins=45
export IMPL_startpoint_type="input port"
export IMPL_dp_cells=1177
export IMPL_tightest_slew_ns=0.8337
export IMPL_drt_initial_drc_count=639
export IMPL_netlist_area_um2=6905
export IMPL_regArea_um2=0
export IMPL_crit_type="input port to output port"
export IMPL_lay_top_cells="135 x ha_1, 86 x inv_1, 82 x nand2_1"
export IMPL_endpoint_kind="output port"
export IMPL_postPlaceCellArea_um2=7521
export IMPL_post_cts_setup_buffers=0
export IMPL_finalNonFillerCells=1177
export IMPL_timing_fmax_ghz=0.02640
export IMPL_antenna_found_initial=0
export IMPL_globalplace_congestion=0.9922
export IMPL_maxCapViolations=0
export IMPL_via_count=7332
export IMPL_min_path_type="input port to output port"
export IMPL_cp_slowest_cell="and2_0"
export IMPL_hold_buffers=0
export IMPL_log_warning_count=34
export IMPL_grt_pass1_wl_um=35210
export IMPL_die_y_um=119.5
export IMPL_crit_path_start="symbol_freq[9]"
export IMPL_place_hpwl_um=17700
export IMPL_yosys_area_um2=6905
export IMPL_port_buffers=45
export IMPL_setup_tns_ns=0
export IMPL_dieArea_um2=14290
export IMPL_grt_max_degree=35
export IMPL_critPathRequiredTime_ns=39.60
export IMPL_ant_nets=0
export IMPL_dr_pass1_iters=7
export IMPL_min_delay_start="symbol_freq[20]"
==> synth_stat cells, types with 5 or more instances <==
master	number	area [um2]
nand2_1	82	307.8
mux2_2	24	270.3
a31oi_1	10	62.56
nor2b_1	22	137.6
mux2i_1	67	670.6
a211o_1	7	61.31
nor4_1	8	50.05
o32a_1	5	50.05
nand4_1	9	56.30
and2_1	6	37.54
a21o_1	19	142.6
a211oi_1	7	52.55
xnor2_1	7	61.31
inv_1	86	322.8
a32oi_1	5	43.79
clkbuf_1	23	86.33
ha_1	135	1689
o21ai_1	5	25.02
o22ai_1	6	37.54
a21oi_1	75	375.4
or2_2	10	62.56
o21ai_0	73	365.4
nor2_1	80	300.3
nand3_1	31	155.2
o21a_1	23	172.7
nor3_1	13	65.06
nand2b_1	9	56.30
and3_1	16	100.1
o211ai_1	9	67.56
a21boi_0	5	37.54
==> critical path: cells and delay by family <==
family	cells	cell delay, ns
AND-OR/OR-AND	26	6.01
XOR/XNOR	1	0.25
adder cells (fa/ha/maj)	12	3.67
buffers and inverters	7	1.69
multiplexers	6	2.31
AND/OR/NAND/NOR	15	4.10
==> area by class of cell <==
cell class,count,area [um2]
multi-input cells,856,6439
repair buffers,54,518.0
well taps,176,220.2
inverters,91,344.1
fillers,1293,5827
==> through the flow <==
step,hold WS [ns],setup slack (ns)
after floorplan,20.50,14.43
after global placement,21.54,12.25
after detailed placement,21.56,11.94
after CTS,21.55,11.85
after global routing,21.65,10.29
final,21.53,11.62
==> metal layers <==
layer,vias to the layer above,part of all wire [%],track usage (%)
li1,3689,-,-
met1,3356,49,46.98
met2,246,42,46.32
met3,41,6.3,3.010
met4,0,2.8,7.656
met5,-,0,0
==> path summary, 6_finish.rpt <==
| kind | to | slack [ns] | cells after the start |
|---|---|---|---|
| hold / removal | out_encoded[15] | 21.53 | 10 |
| setup / recovery | out_encoded[0] | 11.62 | 67 |
==> logic make-up (layout without fill, tap and decap cells) <==
logic type	count (synthesis)	after routing	synth area share, %
XOR/XNOR	9	9	1.142
buffers and inverters	122	145	6.903
adder cells (fa/ha/maj)	138	138	25.33
other	2	3	0.1088
AND/OR/NAND/NOR	305	305	21.71
multiplexers	92	92	13.95
AND-OR/OR-AND	309	309	30.86
